`flow/design.v`:
```
`timescale 1ps/1ps
module writeback(input clk, input halt, input bubble_in, 
    input [4:0]tgt_in_1, input [4:0]tgt_in_2, 
    input is_load, input is_store,
    input [4:0]opcode, 
    input [31:0]alu_result_1, input [31:0]alu_result_2, input [31:0]mem_result, 
    input [31:0]addr,
    output [31:0]result_out_1,
    output [31:0]result_out_2,
    output we1, output reg [4:0]wb_tgt_out_1, output reg [31:0]wb_result_out_1,
    output we2, output reg [4:0]wb_tgt_out_2, output reg [31:0]wb_result_out_2
  );
  initial begin
    wb_tgt_out_1 = 5'd0;
    wb_tgt_out_2 = 5'd0;
  end
  always @(posedge clk) begin
    if (~halt) begin
      wb_tgt_out_1 <= tgt_in_1;
      wb_tgt_out_2 <= tgt_in_2;
      wb_result_out_1 <= result_out_1;
      wb_result_out_2 <= result_out_2;
    end
  end
  wire [31:0]masked_mem_result = 
    (5'd3 <= opcode && opcode <= 5'd5) ? mem_result :
    (5'd6 <= opcode && opcode <= 5'd8 && !addr[1] && !addr[0]) ? mem_result & 32'hffff :
    (5'd6 <= opcode && opcode <= 5'd8 && !addr[1] && addr[0]) ? (mem_result & 32'hffff00) >> 8 :
    (5'd6 <= opcode && opcode <= 5'd8 && addr[1]) ? mem_result >> 16 :
    (5'd9 <= opcode && opcode <= 5'd11 && !addr[0] && !addr[1]) ? mem_result & 32'hff :
    (5'd9 <= opcode && opcode <= 5'd11 && addr[0] && !addr[1]) ? (mem_result & 32'hff00) >> 8 :
    (5'd9 <= opcode && opcode <= 5'd11 && !addr[0] && addr[1]) ? (mem_result & 32'hff0000) >> 16 :
    (5'd9 <= opcode && opcode <= 5'd11 && addr[0] && addr[1]) ? (mem_result & 32'hff000000) >> 24 :
    32'h0;
  assign we1 = (tgt_in_1 != 0) && (!is_store && opcode != 5'd12) && !bubble_in;
  assign we2 = (tgt_in_2 != 0) && (opcode != 5'd12) && !bubble_in;
  assign result_out_1 = is_load ? masked_mem_result : alu_result_1;
  assign result_out_2 = alu_result_2;
endmodule
```
`flow/run.sh`:
```
#!/bin/bash
# OpenROAD 26Q1-2900-gdf79404cd8, Yosys 0.63+post, stock flow scripts
make -C /OpenROAD-flow-scripts/flow DESIGN_CONFIG=/design/flow/config.mk WORK_HOME=/design/flow/orfs finish
```
`flow/config.mk`:
```
export PLATFORM = sky130hd
export DESIGN_NAME = writeback
export DESIGN_NICKNAME = writeback
export VERILOG_FILES = /design/flow/design.v
export SDC_FILE = /design/flow/constraint.sdc
export NUM_CORES = 4
export LEC_CHECK = 1
export CORE_AREA = 10 10 150 150
export DIE_AREA = 0 0 160 160
```
`flow/constraint.sdc`:
```
current_design writeback

set clk_period 2.9
set clk_io_pct 0.2

create_clock -name clk0 -period $clk_period [get_ports {clk}]

set non_clock_inputs [all_inputs -no_clocks]
set_input_delay [expr $clk_period * $clk_io_pct] -clock clk0 $non_clock_inputs
set_output_delay [expr $clk_period * $clk_io_pct] -clock clk0 [all_outputs]
```
==> run notes <==
impl run done, here's what came out: horizontal die size 160 µm, number of design rule violations left after detail routing 0, pin count of the biggest net entering global routing 38, number of warnings reported in the yosys synthesis log 1, Synth Seq Share 59.8%, area of the core region 19400 µm², worst-path fanout max 9, outcome finished, final reports clean, final setup TNS 0 ns, number of CTS-inserted buffers 9, post-synth area from yosys stat 3710 µm², clock period minus worst slack 2.84 ns, per-instance average area after synthesis 11.4 µm², power density over cell area 428 nW/µm², post-synthesis async set-or-reset flop share 0%, TritonCTS clock tree done, Max Used Layer met5, floorplan die height 160 µm, Cell Count Post-Placement 856, number of vias after detailed routing 3772, initial antenna violation count 1, final hold violations 0, number of enable flip-flop cells 74, tally of non-filler cells in the final layout 896, maximum capacitance violations 0, Flops after synth 74, Least-Margin Pin Slew 0.430 ns, path type of the worst setup path in2out, Slew Limit Headroom 71.3%, data arrival time at the worst-slack endpoint 2.26 ns, post-placement worst setup slack -0.786 ns, number of design-rule violations left by the first detailed-router iteration 234, Worst Setup End Kind output port, CTS Hold Bufs 0, routed length on met1 6590 µm, share of post-route cells with drive strength above 1 23.6%, most numerous cell in the Yosys netlist edfxtp_1, Slew Viols, Final 0, placer's final routability congestion estimate 0.852, top post-synthesis cells by area edfxtp_1 (60%), buf_4 (6.9%), o22ai_1 (4.0%), post-placement cell area 6780 µm², fmax 0.352 GHz, clock tree sinks 74, IR drop worst, VDD 0.256 mV, number of antenna cells inserted 0, post-route antenna net violation count 0, global-route total usage across every layer 13.2%, port bufs 257, total cells reported by yosys after synthesis 326, Worst-path clk slew 0.06 ns, ratio of final minimum period to clock period 98.0%, CP required 2.32 ns, H-tree depth 3, static leakage power 2.77 nW, area delta synth->final 97.8%, worst-case setup margin in the final layout 0.0577 ns, total wire length 17400 µm, via count of the first global-routing pass 4097, Finished Cell Area 7350 µm², core utilization before placement 19.1%, Synth top cells by count edfxtp_1 (74), buf_4 (34), nand2_1 (26), nor2_1 (26), o22ai_1 (24), most common flop cell mapped by yosys edfxtp_1, type of the most critical hold path in2reg, top-level I/O count 288, count of standard-cell rows 51, cell type with the largest total area after synthesis edfxtp_1, utilization of the core after routing 37.9%, wire length on met2 8780 µm, post-synthesis instance total 326, sum of met3 wire segment lengths after detailed routing 1860 µm, root cell of the clock tree clkbuf_16, area share of the largest cell type after synthesis 59.8%, worst-case clock buffer depth 2, number of unique standard cell types used by synthesis 33, synthesized area 3710 µm², detailed placement HPWL 14400 µm, detailed-router iteration count before antenna repair 5, Finish-stage setup viols 0, WL per Instance 19.4 µm, number of OpenROAD warnings 55, leftover overflow at the end of global routing 0, wire length of the first global-routing pass 25500 µm, via/cell ratio 4.21, CP startpoint kind input port, Chip Footprint 25600 µm²
state kept, by name, indices dropped and copies added, names as in the netlist:
| name | cells |
|---|---|
| wb_tgt_out_2 | 5 |
| wb_result_out_2 | 32 |
| wb_tgt_out_1 | 5 |
| wb_result_out_1 | 32 |
kinds of logic (layout without fill, tap and decap cells):
kind of cell / after synthesis / count (layout) / share of synthesized area (%)
muxes: 8 / 8 / 2.16
and+or+nand+nor: 89 / 89 / 12.1
buffers and inverters: 69 / 374 / 10.7
DFF: 74 / 74 / 59.8
AOI/OAI and AO/OA: 86 / 86 / 15.3
critical path, cell delays in order:
cell,delay (ns)
buf_2,0.12
nor4b_4,0.28
buf_4,0.16
o21bai_4,0.10
buf_6,0.13
buf_6,0.12
a211oi_1,0.34
o31ai_1,0.15
buf_4,0.15
buf_2,0.11
worst paths after layout:
check	start	end	slack, ns	cells after the start
max	opcode[0]	result_out_1[7]	0.06	10
min	tgt_in_1[3]	wb_tgt_out_1[3]	0.82	1
layer usage:
metal	GRT usage, %	up-vias
met5	0	-
met4	1.25	2
met3	6.11	15
met2	23.0	226
met1	15.0	1740
li1	-	1789
metrics by stage:
step / total power [mW] / hold slack (ns)
after floorplan: 1.46 / 0.679
after global placement: 2.03 / 1.16
after detailed placement: 2.04 / 1.17
after CTS: 3.20 / 0.798
after global routing: 3.30 / 0.812
final: 3.15 / 0.821
report_power, final:
group | switching [mW] | internal, mW
combinational | 0.247 | 0.486
clock | 0.449 | 0.664
sequential | 0.0234 | 1.28
cell type report:
type                    count  area (µm²)
fillers                  1826       12100
repair buffers            342        3220
flip-flops and latches     74        2220
multi-input cells         183        1210
well taps                 265         332
clock buffers               9         225
clock inverters             6        67.6
inverters                  17        65.1
cells in the final DEF (no fill, tap or decap), types with 5 or more instances in the layout:
| master | netlist | final |
|---|---|---|
| clkdlybuf4s50_1 | 0 | 233 |
| edfxtp_1 | 74 | 74 |
| buf_4 | 34 | 73 |
| nand2_1 | 26 | 24 |
| nor2_1 | 26 | 24 |
| o22ai_1 | 24 | 18 |
| inv_1 | 17 | 16 |
| a21oi_1 | 17 | 13 |
| buf_6 | 1 | 12 |
| buf_2 | 3 | 11 |
| nor3_1 | 10 | 10 |
| nor2b_1 | 10 | 9 |
| clkbuf_16 | 0 | 9 |
| a211oi_1 | 8 | 8 |
| nand3_1 | 8 | 8 |
| mux2i_1 | 8 | 8 |
| a22oi_1 | 8 | 8 |
| o22ai_2 | 0 | 6 |
| a31oi_1 | 8 | 5 |
| o21ai_0 | 8 | 5 |
repair_timing:
item,in CTS,in global routing
gates resized,87,25
buffers inserted,25,1
pin swaps,31,15
endpoints found under the setup margin,34,24
Power is estimated from default activity; no workload was simulated.
