===== ./config.mk =====
export PLATFORM = sky130hd
export DESIGN_NAME = fetch_a
export DESIGN_NICKNAME = fetch_a
export VERILOG_FILES = /design/flow/design.v
export SDC_FILE = /design/flow/constraint.sdc
export NUM_CORES = 4
export LEC_CHECK = 1
export CORE_UTILIZATION = 50

===== ./constraint.sdc =====
current_design fetch_a

set clk_period 11.7
set clk_io_pct 0.2

create_clock -name clk0 -period $clk_period [get_ports {clk}]

set non_clock_inputs [all_inputs -no_clocks]
set_input_delay [expr $clk_period * $clk_io_pct] -clock clk0 $non_clock_inputs
set_output_delay [expr $clk_period * $clk_io_pct] -clock clk0 [all_outputs]

===== ./design.v =====
`timescale 1ps/1ps
module fetch_a(input clk, input stall, input flush,
    input branch, input [31:0]branch_tgt,
    output [31:0]fetch_addr, output reg [31:0]pc_out, output reg bubble_out
  );
  reg [31:0]pc = 32'h00000000;
  assign fetch_addr = branch ? branch_tgt : (stall ? pc - 32'h4 : pc);
  initial begin
    bubble_out = 1;
    pc = 32'h00000000;
  end
  always @(posedge clk) begin
    if (!stall) begin
      pc <= branch ? branch_tgt + 4 : pc + 4;
      bubble_out <= 0;
      pc_out <= fetch_addr;
    end
  end
endmodule
module fetch_b(input clk, input stall, input flush, input bubble_in,
    input [31:0]pc_in,
    output reg bubble_out, output reg [31:0]pc_out
  );
    initial begin
      bubble_out = 1;
    end
    always @(posedge clk) begin 
      if (!stall) begin
        bubble_out <= flush ? 1 : bubble_in;
        pc_out <= pc_in;
      end
    end
endmodule

===== ./run.sh =====
#!/bin/bash
# OpenROAD 26Q1-2900-gdf79404cd8, Yosys 0.63+post, stock flow scripts
make -C /OpenROAD-flow-scripts/flow DESIGN_CONFIG=/design/flow/config.mk WORK_HOME=/design/flow/orfs finish

==> out/metrics.cfg <==
[cts]
cts-buffers-inserted=9
cts-root-to-sink-buffers=2
cts_tree=built
clock_insertion_delay_worst_skew_ns=0.33
cts_root_buf=sky130_fd_sc_hd__clkbuf_8
holdBufCountCts=0
htreeDepth=3
post_cts.repair.setup_buffers=0
post_cts_resize_count=0
clkSinkCount=65
clock_transition_time_at_the_flip_flop_clock_pins_of_the_worst_setup_and_hold_paths_ns=0.07

[synthesis]
synth.lib_cells_used.distinct=48
synth_chip_area_mm2=0.00391
ys_ff=65
syn_area_per_cell_um2=11.2
post-synth-top-area-fraction_pct=50.0
synth_area_mm2=0.00391
ys_warn_count=1
dominantRegCellSynth=sky130_fd_sc_hd__edfxtp_1
netlist.top_cell.by_area=sky130_fd_sc_hd__edfxtp_1
synth-seq-area-share_pct=50.0
total_cells_reported_by_yosys_after_synthesis=350
postSynth.asyncResetShare_pct=0
yosysMostFrequentCell=sky130_fd_sc_hd__edfxtp_1
synthesis.instances=350
enable_flop_cells=65
synth.top_cells.by_count=sky130_fd_sc_hd__edfxtp_1 (65), sky130_fd_sc_hd__mux2i_1 (38), sky130_fd_sc_hd__nand2_1 (36)
synth.top_cells.by_area=sky130_fd_sc_hd__edfxtp_1 (50%), sky130_fd_sc_hd__mux2i_1 (9.7%), sky130_fd_sc_hd__xor2_1 (4.9%)

[final_timing]
final-hold-violation-count=0
setup_total_negative_slack_ns=0
clock_period_minus_worst_slack_ns=7.49
rsz_0062_raised_after_global_routing=no
timing.final.crit_share_pct=64.0
max_slew.worst_pin.slew_ns=0.885
fin_worst_skew_ns=0.00843
final-setup-viol-count=0
report.final.slew_viol_count=0
achievable-frequency_ghz=0.134
timing.slew.headroom_pct=40.6

[critical_path]
timing.reg2reg.setup_slack_ns=8.94
path_cells=clkdlybuf4s50_1 > nand3b_1 > nor3_1 > nand3_1 > xor2_1 > o21ai_0 > clkdlybuf4s50_1
cp-startpoint=stall
r2r_start=pc[6]
cpMaxStageDelayCell=sky130_fd_sc_hd__nor3_1
ff2ff_path_depth=5
worst_setup_start_kind=input pin
timing_worst_setup_path_type=input pin to primary output
regToRegEndpoint=pc_out[28]
worst_ep_arrival_time_ns=5.15
critPathCapture=fetch_addr[24]
worst_path_most_repeated_cell=sky130_fd_sc_hd__clkdlybuf4s50_1
end_kind=primary output
largest_fanout_on_the_critical_path=8
cp.required_ns=9.36
critical-path-max-stage-delay_ns=0.73

[grt]
initial_antenna_violation_count=0
grt_max_degree=62
grt_busiest_layer=met1
use_met3_pct=4.87
global_route.overflow_total=0
via_count_of_the_first_global_routing_pass=2766
grt_use_met1_pct=40.1
combined_global_route_utilization_of_all_metal_layers_pct=23.0
grt_pass1_wl_um=14100
grt.met2_usage_pct=33.4

[floorplanning]
core-area_mm2=0.00741
floorplan.rows=31
chip_area_mm2=0.00817
floorplan.io_pins=101
height_of_the_die_um=90.4
fp.dieW_um=90.4
floorplan.core_util_pct=52.7

[place]
place.port_buffers=99
hpwlAfterDp_um=5980
placed_area_mm2=0.00495
gp_congestion=0.855

[final_layout]
layout.filler_cells=529
final_cell_area_mm2=0.00512
flop_area_mm2=0.00195
logic_area_mm2=0.00185
layout-drive-gt1-share_pct=7.98
syn2layout_area_growth_pct=30.9

[detailed_routing]
antenna_violating_nets_post_route=0
route.antenna.diode_count=0
dr.pass1.iters=5
via_density_per_instance=5.48
detailroute.via_count=3016
number_of_design_rule_violations_left_by_the_first_detailed_router_iteration=175
remaining_drc_errors=0
avgRoutedWirePerCell_um=15.3
drt-total-wl_um=8440

[worst_hold_path]
cells_on_worst_hold_path=1
worst_hold_path_type=flip-flop to flip-flop

[job]
tool_warnings=27
drv.max_cap_violation_count=0

[status]
status=finished clean

[power_and_ir_drop]
powerDensity_mw_per_mm2=109
p_leak_uw=0.00176
vdd_ir_drop_max_uv=52.1

kinds of logic (layout without fill, tap and decap cells):
| kind of cell | after synthesis | in the layout | share of synthesized area [%] |
|---|---|---|---|
| AND-OR/OR-AND | 35 | 35 | 5.92 |
| XOR/XNOR | 41 | 41 | 9.19 |
| adder cells (fa/ha/maj) | 2 | 2 | 0.640 |
| buffers and inverters | 23 | 124 | 2.79 |
| flip-flops | 65 | 65 | 50.0 |
| multiplexers | 44 | 44 | 11.5 |
| other | 1 | 1 | 0.0960 |
| AND/OR/NAND/NOR | 139 | 139 | 19.9 |
worst max-delay path: cells and delay by family:
family          cells  cell delay [ns]
xor+xnor            1             0.19
buf+inv             2             1.16
simple gates        3             1.14
compound gates      1             0.32
power by group:
part / total, uW / switching (uW) / internal [uW]
combinational: 103 / 40.6 / 61.9
clock: 161 / 85.8 / 75.0
sequential: 293 / 13.4 / 279
total: 556 / 140 / 416
per-layer routing:
layer,wire length (um),up-vias
li1,-,1500
met1,4020,1400
met2,3770,110
met3,566,6
met4,77,0
met5,0,-
layout make-up:
cell class                      instances  share of cell area, %
Clock buffer                           10                   2.49
Inverter                                6                  0.440
Tap cell                               99                   2.42
Clock inverter                          6                  0.685
Timing Repair Buffer                  102                   19.7
Multi-Input combinational cell        262                   36.1
Sequential cell                        65                   38.2
stage by stage:
stage | util [%] | instances | hold WS [ns] | power [uW] | worst slack (ns)
2_1_floorplan | - | 350 | 0.525 | 342 | 5.38
3_3_place_gp | 66.9 | 534 | 0.555 | 399 | 4.26
3_5_place_dp | 66.9 | 534 | 0.564 | 401 | 4.20
4_1_cts | 69.1 | 550 | 0.581 | 563 | 4.19
5_1_grt | 69.1 | 550 | 0.593 | 584 | 3.97
6_report | 69.1 | 550 | 0.575 | 556 | 4.21
worst min-delay path by stage:
| stage | startpoint | to | slack [ns] |
|---|---|---|---|
| CTS | pc[0] | pc_out[0] | 0.58 |
| global route | pc[0] | pc_out[0] | 0.59 |
| finish | pc[0] | pc_out[0] | 0.57 |
placed cells by master, fill, tap and decap left out, drive strengths merged, types with 8 or more instances in the layout:
| cell type | netlist | layout |
|---|---|---|
| clkbuf | 7 | 10 |
| clkdlybuf4s50 | 0 | 98 |
| edfxtp | 65 | 65 |
| mux2i | 38 | 38 |
| nand2 | 36 | 36 |
| nand3 | 14 | 14 |
| nand4 | 11 | 11 |
| nor2 | 22 | 22 |
| nor3 | 11 | 11 |
| nor4 | 8 | 8 |
| o21ai | 15 | 15 |
| xnor2 | 19 | 19 |
| xor2 | 22 | 22 |
registers in the layout, summed over array words and instances (netlist names):
register and cells:
bubble_out 1, pc 32, pc_out 32
Power and IR drop assume default switching activity.
